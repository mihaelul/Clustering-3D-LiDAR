`run.sh`:
```
#!/bin/bash
# OpenROAD 26Q1-2900-gdf79404cd8, Yosys 0.63+post, stock flow scripts
make -C /OpenROAD-flow-scripts/flow DESIGN_CONFIG=/design/flow/config.mk WORK_HOME=/design/flow/orfs finish
```
`constraint.sdc`:
```
current_design fcc_fsm

set clk_period 33.7
set clk_io_pct 0.2

create_clock -name clk0 -period $clk_period [get_ports {clk}]

set non_clock_inputs [all_inputs -no_clocks]
set_input_delay [expr $clk_period * $clk_io_pct] -clock clk0 $non_clock_inputs
set_output_delay [expr $clk_period * $clk_io_pct] -clock clk0 [all_outputs]
```
`design.v`:
```
module fcc_distance_unit #(
  parameter W = 16
)(
  input  wire               clk,
  input  wire               rst,
  input  wire               in_valid,
  input  wire signed [W-1:0] ax, ay, az,
  input  wire signed [W-1:0] bx, by, bz,
  output reg                out_valid,
  output reg  [39:0]        dist2
);
  reg signed [W:0] dx1, dy1, dz1;
  reg [33:0] dx2, dy2, dz2;
  always @(posedge clk) begin
    if (rst) begin
      out_valid <= 1'b0;
      dist2 <= 40'd0;
      dx1 <= 0; dy1 <= 0; dz1 <= 0;
      dx2 <= 0; dy2 <= 0; dz2 <= 0;
    end else begin
      dx1 <= ax - bx;
      dy1 <= ay - by;
      dz1 <= az - bz;
      dx2 <= dx1 * dx1;
      dy2 <= dy1 * dy1;
      dz2 <= dz1 * dz1;
      dist2 <= dx2 + dy2 + dz2;
      out_valid <= in_valid;
    end
  end
endmodule
module fcc_fsm #(
  parameter W = 16,
  parameter LABEL_W = 16,
  parameter COLS = 2048,
  parameter COL_W = 11,
  parameter DCU_LAT = 3,
  parameter [39:0] EPS_H2 = 40'd2500,
  parameter [39:0] EPS_V2 = 40'd2500
)(
  input  wire                   clk,
  input  wire                   rst,
  input  wire                   in_valid,
  output wire                   in_ready,
  input  wire [7:0]             in_row,      
  input  wire [COL_W-1:0]       in_col,
  input  wire signed [W-1:0]    in_x, in_y, in_z,
  input  wire                   in_is_ground,
  output wire                   mem_eol,
  output wire                   mem_we,
  output wire [COL_W-1:0]       mem_waddr,
  output wire signed [W-1:0]    mem_wx, mem_wy, mem_wz,
  output wire [LABEL_W-1:0]     mem_wlabel,
  output wire                   mem_wvalid,
  output wire [COL_W-1:0]       mem_raddr_m1,
  output wire [COL_W-1:0]       mem_raddr_0,
  output wire [COL_W-1:0]       mem_raddr_p1,
  input  wire signed [W-1:0]    mem_rx_m1, mem_ry_m1, mem_rz_m1,
  input  wire [LABEL_W-1:0]     mem_rlabel_m1,
  input  wire                   mem_rvalid_m1,
  input  wire signed [W-1:0]    mem_rx_0, mem_ry_0, mem_rz_0,
  input  wire [LABEL_W-1:0]     mem_rlabel_0,
  input  wire                   mem_rvalid_0,
  input  wire signed [W-1:0]    mem_rx_p1, mem_ry_p1, mem_rz_p1,
  input  wire [LABEL_W-1:0]     mem_rlabel_p1,
  input  wire                   mem_rvalid_p1,
  output reg                    merge_valid,
  output reg  [LABEL_W-1:0]     merge_a,
  output reg  [LABEL_W-1:0]     merge_b,
  input  wire                   merge_ready,
  output reg                    q_valid,
  output reg  [LABEL_W-1:0]     q_label,
  input  wire                   q_ready,
  input  wire                   q_out_valid,
  input  wire [LABEL_W-1:0]     q_root,
  output reg                    out_valid,
  input  wire                   out_ready,
  output reg  [7:0]             out_row,
  output reg  [COL_W-1:0]       out_col,
  output reg  [LABEL_W-1:0]     out_label_root
);
  wire accept = in_valid && in_ready;
  assign in_ready = (!out_valid) || out_ready;
  assign mem_raddr_m1 = (in_col==0) ? {COL_W{1'b0}} : (in_col - 1'b1);
  assign mem_raddr_0  = in_col;
  assign mem_raddr_p1 = (in_col==(COLS-1)) ? in_col : (in_col + 1'b1);
  assign mem_we    = accept;
  assign mem_waddr = in_col;
  assign mem_wx    = in_x;
  assign mem_wy    = in_y;
  assign mem_wz    = in_z;
  reg prev_valid;
  reg signed [W-1:0] prev_x, prev_y, prev_z;
  reg [LABEL_W-1:0]  prev_label;
  reg first_valid;
  reg signed [W-1:0] first_x, first_y, first_z;
  reg [LABEL_W-1:0]  first_label;
  reg [LABEL_W-1:0] next_label;
  reg [LABEL_W-1:0] p1_label;
  reg p1_valid_point;
  assign mem_wlabel = p1_label;
  assign mem_wvalid = p1_valid_point;
  assign mem_eol = accept && (in_col == (COLS-1));
  function [39:0] dist2_comb;
    input signed [W-1:0] ax, ay, az;
    input signed [W-1:0] bx, by, bz;
    reg signed [W:0] dx, dy, dz;
    reg [33:0] sx, sy, sz;
    begin
      dx = ax - bx; dy = ay - by; dz = az - bz;
      sx = dx*dx; sy = dy*dy; sz = dz*dz;
      dist2_comb = sx + sy + sz;
    end
  endfunction
  wire dcu_in_valid = accept && !in_is_ground;
  wire v_m1, v_0, v_p1;
  wire [39:0] d2_m1, d2_0, d2_p1;
  fcc_distance_unit #(.W(W)) dcu_m1 (
    .clk(clk), .rst(rst),
    .in_valid(dcu_in_valid && mem_rvalid_m1),
    .ax(in_x), .ay(in_y), .az(in_z),
    .bx(mem_rx_m1), .by(mem_ry_m1), .bz(mem_rz_m1),
    .out_valid(v_m1), .dist2(d2_m1)
  );
  fcc_distance_unit #(.W(W)) dcu_0 (
    .clk(clk), .rst(rst),
    .in_valid(dcu_in_valid && mem_rvalid_0),
    .ax(in_x), .ay(in_y), .az(in_z),
    .bx(mem_rx_0), .by(mem_ry_0), .bz(mem_rz_0),
    .out_valid(v_0), .dist2(d2_0)
  );
  fcc_distance_unit #(.W(W)) dcu_p1 (
    .clk(clk), .rst(rst),
    .in_valid(dcu_in_valid && mem_rvalid_p1),
    .ax(in_x), .ay(in_y), .az(in_z),
    .bx(mem_rx_p1), .by(mem_ry_p1), .bz(mem_rz_p1),
    .out_valid(v_p1), .dist2(d2_p1)
  );
  reg [LABEL_W-1:0] cur_label_d [0:DCU_LAT-1];
  reg [LABEL_W-1:0] nb_m1_d [0:DCU_LAT-1];
  reg [LABEL_W-1:0] nb_0_d  [0:DCU_LAT-1];
  reg [LABEL_W-1:0] nb_p1_d [0:DCU_LAT-1];
  reg cur_v_d [0:DCU_LAT-1];
  integer k;
  always @(posedge clk) begin
    if (rst) begin
      for (k=0; k<DCU_LAT; k=k+1) begin
        cur_label_d[k] <= 0;
        nb_m1_d[k] <= 0;
        nb_0_d[k]  <= 0;
        nb_p1_d[k] <= 0;
        cur_v_d[k] <= 1'b0;
      end
    end else begin
      cur_label_d[0] <= p1_label;
      nb_m1_d[0] <= mem_rlabel_m1;
      nb_0_d[0]  <= mem_rlabel_0;
      nb_p1_d[0] <= mem_rlabel_p1;
      cur_v_d[0] <= (accept && !in_is_ground);
      for (k=1; k<DCU_LAT; k=k+1) begin
        cur_label_d[k] <= cur_label_d[k-1];
        nb_m1_d[k] <= nb_m1_d[k-1];
        nb_0_d[k]  <= nb_0_d[k-1];
        nb_p1_d[k] <= nb_p1_d[k-1];
        cur_v_d[k] <= cur_v_d[k-1];
      end
    end
  end
  reg pending;
  reg [7:0] pend_row;
  reg [COL_W-1:0] pend_col;
  reg [LABEL_W-1:0] pend_label;
  always @(posedge clk) begin
    if (rst) begin
      prev_valid <= 1'b0;
      first_valid <= 1'b0;
      prev_x <= 0; prev_y <= 0; prev_z <= 0;
      first_x <= 0; first_y <= 0; first_z <= 0;
      prev_label <= 0; first_label <= 0;
      next_label <= 16'd1;
      p1_label <= 0;
      p1_valid_point <= 1'b0;
      merge_valid <= 1'b0;
      merge_a <= 0; merge_b <= 0;
      q_valid <= 1'b0;
      q_label <= 0;
      pending <= 1'b0;
      out_valid <= 1'b0;
      out_row <= 0;
      out_col <= 0;
      out_label_root <= 0;
    end else begin
      merge_valid <= 1'b0;
      q_valid <= 1'b0;
      if (out_valid && out_ready) out_valid <= 1'b0;
      if (accept && (in_col==0)) begin
        prev_valid <= 1'b0;
        first_valid <= 1'b0;
      end
      if (accept) begin
        if (in_is_ground) begin
          p1_valid_point <= 1'b0;
          prev_valid <= 1'b0;  
        end else begin
          p1_valid_point <= 1'b1;
          if (prev_valid && (dist2_comb(in_x,in_y,in_z, prev_x,prev_y,prev_z) < EPS_H2))
            p1_label <= prev_label;
          else begin
            p1_label <= next_label;
            next_label <= next_label + 1'b1;
          end
          if (!first_valid) begin
            first_valid <= 1'b1;
            first_x <= in_x; first_y <= in_y; first_z <= in_z;
            first_label <= (prev_valid && (dist2_comb(in_x,in_y,in_z, prev_x,prev_y,prev_z) < EPS_H2))
                           ? prev_label : next_label;
          end
          prev_valid <= 1'b1;
          prev_x <= in_x; prev_y <= in_y; prev_z <= in_z;
          prev_label <= (prev_valid && (dist2_comb(in_x,in_y,in_z, prev_x,prev_y,prev_z) < EPS_H2))
                        ? prev_label : next_label;
        end
        if (!in_is_ground && q_ready) begin
          q_valid <= 1'b1;
          q_label <= p1_label;
          pending <= 1'b1;
          pend_row <= in_row;
          pend_col <= in_col;
          pend_label <= p1_label;
        end
      end
      if (merge_ready && cur_v_d[DCU_LAT-1]) begin
        if (v_0 && (d2_0 < EPS_V2)) begin
          merge_valid <= 1'b1;
          merge_a <= cur_label_d[DCU_LAT-1];
          merge_b <= nb_0_d[DCU_LAT-1];
        end else if (v_m1 && (d2_m1 < EPS_V2)) begin
          merge_valid <= 1'b1;
          merge_a <= cur_label_d[DCU_LAT-1];
          merge_b <= nb_m1_d[DCU_LAT-1];
        end else if (v_p1 && (d2_p1 < EPS_V2)) begin
          merge_valid <= 1'b1;
          merge_a <= cur_label_d[DCU_LAT-1];
          merge_b <= nb_p1_d[DCU_LAT-1];
        end
      end
      if (merge_ready && accept && (in_col==(COLS-1)) && prev_valid && first_valid) begin
        if (dist2_comb(prev_x,prev_y,prev_z, first_x,first_y,first_z) < EPS_H2) begin
          merge_valid <= 1'b1;
          merge_a <= prev_label;
          merge_b <= first_label;
        end
      end
      if (q_out_valid && pending && (!out_valid || out_ready)) begin
        out_valid <= 1'b1;
        out_row <= pend_row;
        out_col <= pend_col;
        out_label_root <= q_root;
        pending <= 1'b0;
      end
    end
  end
endmodule
```
`config.mk`:
```
export PLATFORM = sky130hd
export DESIGN_NAME = fcc_fsm
export DESIGN_NICKNAME = fcc_fsm
export VERILOG_FILES = /design/flow/design.v
export SDC_FILE = /design/flow/constraint.sdc
export NUM_CORES = 4
export LEC_CHECK = 1
export CORE_UTILIZATION = 40
```
==> impl_metrics.yaml <==
# flow metrics
clock_tree:
  clk_latency_ns: 0.91
  root_buffer: "clkbuf_16"
  cts_tree: "built"
  clock_sinks: 1003
  cts_setup_buffers: 0
  clk_path_buf_depth: 4
  h-tree-depth: 4
  clk_pin_slew_worst_paths_ns: 0.06
  ctsResizeCount: 0
  hold_buffers: 0
  cts_buffers: 135
critical_path:
  crit_arrival_ns: 22.72
  cp_common_cell: "fa_1"
  crit_path_end_kind: "flip-flop"
  max_stage_delay_ns: 0.86
  worstPathMaxFanout: 21
  crit_type: "in2reg"
  crit_path_start_kind: "input pin"
  regToRegSetupSlack_ns: 18.03
  critPathRequiredTime_ns: 34.51
  slowest_stage: "clkdlybuf4s50_1"
timing:
  whs_ns: 0.392
  setup_ws_ns: 11.78
  slew_headroom: 0.342
  grt_setup_unrepaired: "false"
  finalSetupTns_ns: 0
  period_minus_slack_ns: 21.92
  final_hold_viol_count: 0
  finalCritPeriodShare: 0.650
  worst_pin_slew_ns: 0.985
  fmax_mhz: 45.6
  finClkSkew_ns: 0.0995
  finalSetupViolCount: 0
  slew_viol_final: 0
placement:
  dp_slack_ns: 10.85
  hpwl_mm: 440
  portBuffers: 483
  place.gp.congestion: 0.956
  placed_cell_area_um2: 208000
  dp.cells: 28100
die:
  die_w_um: 702
  num_rows: 256
  fp.coreArea_um2: 487000
  die_h_um: 702
  ios: 484
  fp_util: 0.402
  die_area_um2: 492000
synth:
  xor_area_frac: 0.0387
  ff_type: "dfxtp_1"
  top_logic_kind: "adder cells"
  syn_inst: 21500
  aoi_share: 0.0653
  synthSimpleGateAreaFrac: 0.132
  ys_sh_adder: 0.537
  edf_count: 19
  ys_seq_share: 0.103
  ys_async_sr_fraction: 0
  syn-cell-area_um2: 196000
  yosys-stat-area_um2: 196000
  synth-warning-count: 7
  synthesis.area_per_instance_um2: 9.13
  mux_share: 0.00694
  synth_cell_types: 89
  synth-seq-cells: 1003
  ys_cells: 21500
job:
  warnings: 102
  cap_violations: 0
global_route:
  grt_max_degree: 145
  grt_pass1_wl_mm: 836
  overflow: 0
  first_global_vias: 147000
  grt_usage: 0.235
  antenna_found_initial: 34
detailed_routing:
  first_pass_iters: 5
  wl_mm: 521
  wl_per_cell_um: 18.4
  ant_nets: 0
  drtIter0Drc: 5277
  vias: 136000
  vias_per_cell: 4.81
  drc: 0
final_layout:
  drive_gt1_frac: 0.0351
  fin_area_um2: 213000
  final_cells: 28400
  areaGrowthSynthToFinish_pct: 8.86
  utilization: 0.438
min_path:
  hp-class: "reg2reg"
status:
  outcome: "finished clean"
-- routing by layer --
layer	global-route usage	part of all wire	wire length, µm	up-vias
li1	-	-	-	65200
met1	0.311	0.39	203000	67300
met2	0.354	0.45	235000	3482
met3	0.113	0.12	60600	569
met4	0.0648	0.041	21100	26
met5	0.0117	0.0018	943	-
-- final timing paths --
path                                   startpoint           endpoint  cells past startpoint
worst max-delay path                      in_y[0]      next_label[8]                     53
worst min-delay path            cur_label_d[0][2]  cur_label_d[1][2]                      1
worst max register to register          prev_z[0]        merge_b[15]                     55
worst min register to register  cur_label_d[0][2]  cur_label_d[1][2]                      1
-- area by class of cell --
type                    count  area (µm²)
clock buffers             190        3940
diodes                     37        92.6
multi-input cells       14400      153000
well taps                6450        8070
fillers                 46700      274000
inverters                5417       20300
flip-flops and latches   1003       20300
repair buffers            775        6860
clock inverters            53         756
-- cell usage after synthesis, drive strengths merged, types with 415 or more instances --
| master | instances | share of area |
|---|---|---|
| inv | 5388 | 0.10 |
| fa | 4142 | 0.42 |
| ha | 1781 | 0.11 |
| nand2 | 1723 | 0.033 |
| nor2 | 1594 | 0.031 |
| dfxtp | 984 | 0.10 |
| a21oi | 668 | 0.017 |
| and2 | 604 | 0.019 |
| xnor2 | 561 | 0.025 |
| clkbuf | 505 | 0.0097 |
| o21ai | 427 | 0.011 |
| nor2b | 415 | 0.013 |
-- layout by cell type (no fill, tap or decap), types with 46 or more instances in the layout --
| cell type | synthesis | final |
|---|---|---|
| a21boi_0 | 108 | 108 |
| nand2b_1 | 233 | 232 |
| and2_1 | 604 | 603 |
| a211oi_1 | 76 | 76 |
| o21a_1 | 89 | 89 |
| ha_1 | 1781 | 1781 |
| xor2_1 | 305 | 304 |
| o21bai_1 | 57 | 57 |
| dfxtp_1 | 984 | 984 |
| nor3b_1 | 46 | 46 |
| or3_1 | 69 | 68 |
| or2_2 | 89 | 89 |
| nand4_1 | 58 | 58 |
| fa_1 | 4142 | 4142 |
| xnor2_1 | 561 | 559 |
| nand2_1 | 1723 | 1723 |
| nor2_1 | 1594 | 1591 |
| nor2b_1 | 415 | 414 |
| and3_1 | 62 | 62 |
| a21o_1 | 264 | 264 |
| o21ai_0 | 427 | 427 |
| clkbuf_16 | 0 | 137 |
| a21oi_1 | 668 | 668 |
| buf_4 | 70 | 291 |
| nor3_1 | 275 | 274 |
| a31oi_1 | 54 | 53 |
| nand3_1 | 161 | 160 |
| clkdlybuf4s50_1 | 0 | 446 |
| mux2i_1 | 69 | 69 |
| inv_1 | 5384 | 5383 |
| mux2_2 | 46 | 46 |
-- cell families (layout without fill, tap and decap cells) --
| group | Yosys count | in the layout |
|---|---|---|
| muxes | 125 | 125 |
| buffers and inverters | 6017 | 6435 |
| xor gates and xnor gates | 866 | 866 |
| and+or+nand+nor | 5483 | 5483 |
| AOI/OAI and AO/OA | 2047 | 2047 |
| DFF | 1003 | 1003 |
| adders and majority gates | 5923 | 5923 |
| other | 0 | 37 |
-- sequential cells by signal, summed over array words and instances (netlist names), 34 cells and up --
signal,flops
nb_0_d,48
dcu_p1.dist2,34
nb_p1_d,48
cur_label_d,48
nb_m1_d,48
dcu_0.dist2,34
dcu_m1.dist2,34
-- critical path: cells and delay by family --
family,cells,cell delay (ns)
adders and majority gates,11,5.22
and+or+nand+nor,17,3.87
AOI/OAI and AO/OA,14,3.23
buffers and inverters,9,3.04
xor gates and xnor gates,1,0.28
muxes,1,0.27
