<file path="flow/config.mk">
export PLATFORM = sky130hd
export DESIGN_NAME = kmeans_top
export DESIGN_NICKNAME = kmeans_top
export VERILOG_FILES = /design/flow/design.v
export SDC_FILE = /design/flow/constraint.sdc
export NUM_CORES = 4
export LEC_CHECK = 1
export CORE_AREA = 10 10 71 71
export DIE_AREA = 0 0 81 81
</file>
<file path="flow/constraint.sdc">
current_design kmeans_top

set clk_period 1.9
set clk_io_pct 0.2

create_clock -name clk0 -period $clk_period [get_ports {clk}]

set non_clock_inputs [all_inputs -no_clocks]
set_input_delay [expr $clk_period * $clk_io_pct] -clock clk0 $non_clock_inputs
set_output_delay [expr $clk_period * $clk_io_pct] -clock clk0 [all_outputs]
</file>
<file path="flow/design.v">
module kmeans_distance_unit (
    input  [7:0] x1, y1, z1,
    input  [7:0] x2, y2, z2,
    output [17:0] dist2
);
    wire [8:0] dx = (x1 > x2) ? (x1 - x2) : (x2 - x1);
    wire [8:0] dy = (y1 > y2) ? (y1 - y2) : (y2 - y1);
    wire [8:0] dz = (z1 > z2) ? (z1 - z2) : (z2 - z1);
    assign dist2 = dx*dx + dy*dy + dz*dz;
endmodule
module kmeans_fsm #(
    parameter N = 20,
    parameter ITER = 10
)(
    input clk,
    input rst,
    input [17:0] d0, d1, d2,
    input [7:0]  x, y, z,
    input [1:0]  mem_label,
    output reg [4:0] idx,
    output reg        we,
    output reg [4:0]  waddr,
    output reg [1:0]  wlabel,
    output reg [15:0] sumx0, sumx1, sumx2,
    output reg [15:0] sumy0, sumy1, sumy2,
    output reg [15:0] sumz0, sumz1, sumz2,
    output reg [4:0]  cnt0,  cnt1,  cnt2,
    output reg update_centroids,
    output reg done
);
    localparam ASSIGN = 2'd0,
               ACCUM  = 2'd1,
               UPDATE = 2'd2;
    reg [1:0] phase;
    reg [4:0] i;
    reg [3:0] iter;
    always @(posedge clk or posedge rst) begin
        if (rst) begin
            phase <= ASSIGN;
            i <= 0;
            iter <= 0;
            done <= 0;
            we <= 0;
            update_centroids <= 0;
            sumx0 <= 0; sumx1 <= 0; sumx2 <= 0;
            sumy0 <= 0; sumy1 <= 0; sumy2 <= 0;
            sumz0 <= 0; sumz1 <= 0; sumz2 <= 0;
            cnt0  <= 0; cnt1  <= 0; cnt2  <= 0;
        end else if (!done) begin
            we <= 0;
            update_centroids <= 0;
            case (phase)
            ASSIGN: begin
                idx   <= i;
                we    <= 1;
                waddr <= i;
                if (d0 <= d1 && d0 <= d2) wlabel <= 2'd0;
                else if (d1 <= d2)        wlabel <= 2'd1;
                else                      wlabel <= 2'd2;
                if (i == N-1) begin
                    i <= 0;
                    phase <= ACCUM;
                end else
                    i <= i + 1;
            end
            ACCUM: begin
                idx <= i;
                case (mem_label)
                    2'd0: begin
                        sumx0 <= sumx0 + x;
                        sumy0 <= sumy0 + y;
                        sumz0 <= sumz0 + z;
                        cnt0  <= cnt0 + 1;
                    end
                    2'd1: begin
                        sumx1 <= sumx1 + x;
                        sumy1 <= sumy1 + y;
                        sumz1 <= sumz1 + z;
                        cnt1  <= cnt1 + 1;
                    end
                    2'd2: begin
                        sumx2 <= sumx2 + x;
                        sumy2 <= sumy2 + y;
                        sumz2 <= sumz2 + z;
                        cnt2  <= cnt2 + 1;
                    end
                endcase
                if (i == N-1) begin
                    i <= 0;
                    phase <= UPDATE;
                end else
                    i <= i + 1;
            end
            UPDATE: begin
                update_centroids <= 1;
                sumx0 <= 0; sumx1 <= 0; sumx2 <= 0;
                sumy0 <= 0; sumy1 <= 0; sumy2 <= 0;
                sumz0 <= 0; sumz1 <= 0; sumz2 <= 0;
                cnt0  <= 0; cnt1  <= 0; cnt2  <= 0;
                if (iter == ITER-1) begin
                    done <= 1;
                end else begin
                    iter <= iter + 1;
                    phase <= ASSIGN;
                end
            end
            endcase
        end
    end
endmodule
module kmeans_point_memory #(
    parameter N = 11
)(
    input clk,
    input  [4:0] raddr,
    output [7:0] x, y, z,
    output [1:0] label,
    input        we,
    input  [4:0] waddr,
    input  [1:0] wlabel
);
    reg [7:0] x_mem [0:N-1];
    reg [7:0] y_mem [0:N-1];
    reg [7:0] z_mem [0:N-1];
    reg [1:0] label_mem [0:N-1];
    integer i;
    initial begin
        for (i = 0; i < N; i = i + 1)
            label_mem[i] = 0;
    end
    assign x = x_mem[raddr];
    assign y = y_mem[raddr];
    assign z = z_mem[raddr];
    assign label = label_mem[raddr];
    always @(posedge clk)
        if (we)
            label_mem[waddr] <= wlabel;
endmodule
module kmeans_top #(
    parameter N    = 11,
    parameter ITER = 10
)(
    input clk,
    input rst,
    output done
);
    wire [4:0] idx;
    wire [7:0] x, y, z;
    wire [1:0] mem_label;
    wire        we;
    wire [4:0]  waddr;
    wire [1:0]  wlabel;
    reg [7:0] cx0, cy0, cz0;
    reg [7:0] cx1, cy1, cz1;
    reg [7:0] cx2, cy2, cz2;
    wire [17:0] d0, d1, d2;
    wire [15:0] sumx0, sumx1, sumx2;
    wire [15:0] sumy0, sumy1, sumy2;
    wire [15:0] sumz0, sumz1, sumz2;
    wire [4:0]  cnt0,  cnt1,  cnt2;
    wire update_centroids;
    initial begin
        cx0 = 12; cy0 = 50; cz0 = 10;
        cx1 = 50; cy1 = 50; cz1 = 51;
        cx2 = 90; cy2 = 21; cz2 = 71;
    end
    kmeans_point_memory #(N) PM (
        .clk(clk),
        .raddr(idx),
        .x(x), .y(y), .z(z),
        .label(mem_label),
        .we(we),
        .waddr(waddr),
        .wlabel(wlabel)
    );
    kmeans_distance_unit DU0(x,y,z, cx0,cy0,cz0, d0);
    kmeans_distance_unit DU1(x,y,z, cx1,cy1,cz1, d1);
    kmeans_distance_unit DU2(x,y,z, cx2,cy2,cz2, d2);
    kmeans_fsm #(N,ITER) FSM (
        clk, rst,
        d0,d1,d2,
        x,y,z,
        mem_label,
        idx,
        we, waddr, wlabel,
        sumx0,sumx1,sumx2,
        sumy0,sumy1,sumy2,
        sumz0,sumz1,sumz2,
        cnt0,cnt1,cnt2,
        update_centroids,
        done
    );
    always @(posedge clk) begin
        if (update_centroids) begin
            if (cnt0 != 0) begin
                cx0 <= sumx0 / cnt0;
                cy0 <= sumy0 / cnt0;
                cz0 <= sumz0 / cnt0;
            end
            if (cnt1 != 0) begin
                cx1 <= sumx1 / cnt1;
                cy1 <= sumy1 / cnt1;
                cz1 <= sumz1 / cnt1;
            end
            if (cnt2 != 0) begin
                cx2 <= sumx2 / cnt2;
                cy2 <= sumy2 / cnt2;
                cz2 <= sumz2 / cnt2;
            end
        end
    end
endmodule
</file>
<file path="flow/run.sh">
#!/bin/bash
# OpenROAD 26Q1-2900-gdf79404cd8, Yosys 0.63+post, stock flow scripts
make -C /OpenROAD-flow-scripts/flow DESIGN_CONFIG=/design/flow/config.mk WORK_HOME=/design/flow/orfs finish
</file>
==> GITHUB_STEP_SUMMARY <==
## PnR job results

| Metric | Value |
|---|---|
| Portion of the clock cycle consumed by the worst path in the final layout | `0.824` |
| Cell Count Post-Placement | `106` |
| Critical path cell sequence | `clkdlybuf4s50_1` |
| Synthesized flop and latch total | `13` |
| Count of max-cap constraint violations | `0` |
| Total power divided by cell area | `680 nW/µm²` |
| Post-route DRC violation count | `0` |
| Type of the tightest min-delay check | `primary input to async pin` |
| Ys Warns | `3` |
| Ant diodes | `0` |
| Row count | `22` |
| Number of instances in the synthesized netlist | `56` |
| Routed len/inst | `8.49 µm` |
| Total routed wirelength | `934 µm` |
| Width of the chip | `81 µm` |
| Netlist area before placement | `641 µm²` |
| Worst setup slack before clock tree synthesis | `0.434 ns` |
| Max stage delay cell, worst path | `sky130_fd_sc_hd__clkdlybuf4s50_1` |
| Longest Clk Path Bufs | `2` |
| Final max-slew violation count | `0` |
| Instance area at placement | `721 µm²` |
| Minimum clock period after layout | `1.57 ns` |
| Slew of the pin with the lowest slew margin | `0.479 ns` |
| Register share after synthesis | `0.510` |
| Worst EP required | `1.52 ns` |
| Ys cells | `56` |
| Number of buffers inserted by hold repair at cts | `0` |
| Die Y | `81 µm` |
| Yosys stat area | `641 µm²` |
| Number of DRC markers in iteration 0 | `11` |
| Buffers inserted by post-CTS timing repair | `0` |
| Fp_density | `0.176` |
| Total non-filler cell area in the finished layout | `766 µm²` |
| Placeable core region | `3630 µm²` |
| Final TNS setup | `0 ns` |
| Residual antenna-violating net count after detailed routing | `0` |
| Maximum net fanout on the critical path | `7` |
| H-Tree Depth | `1` |
| TritonCTS clock tree | `built` |
| CP Data Arrival Time | `1.19 ns` |
| Gates resized, CTS repair | `0` |
| Layout cell share with drive strength beyond 1 | `0.161` |
| Syn-to-layout area delta | `19.5%` |
| Root buffer cell | `sky130_fd_sc_hd__clkbuf_8` |
| Buf/Inv on CP | `1` |
| Top-level I/O count | `3` |
| Top library cells by usage in the layout, fill and taps aside | `sky130_fd_sc_hd__dfrtp_1, sky130_fd_sc_hd__o21ai_0, sky130_fd_sc_hd__inv_1, sky130_fd_sc_hd__nand2_1, sky130_fd_sc_hd__ha_1` |
| Maximum number of pins on one net before global-route repair | `14` |
| Outcome | `complete, no violations` |
| Chip Footprint | `6560 µm²` |
| GRT Total Usage | `0.0314` |
| Setup repair after global routing missed its margin | `no` |
| Clock latency of the later-clocked register in the worst-skew pair | `0.23 ns` |
| Number of antenna violations at the first check in global routing | `0` |
| Routability Congestion | `0.814` |
| Clock transition at the register clock pins on the worst setup and hold paths after CTS | `0.05 ns` |
| Largest stage delay on the critical path | `0.51 ns` |
| Number of failing hold endpoints at the final stage | `0` |
| Peak VDD IR | `0.611 mV` |
| Number of warnings in the stage logs | `27` |
| CP startpoint kind | `flop` |
| Global-route wire length before repair | `1730 µm` |
| Highest-count logic cell in the final layout | `sky130_fd_sc_hd__dfrtp_1` |
| Tally of buffers added on design ports | `2` |
| P_leak | `0.000339 µW` |
| HPWL Detailed | `729 µm` |
| Final setup fails | `0` |
| Critical Path Sink Type | `primary output` |
| Number of global-route vias before repair | `412` |
| Worst slew margin relative to its limit | `0.681` |
| Highest clock rate | `0.639 GHz` |
| Gate family responsible for the most delay along the worst path | `buffers and inverters` |
| Count of unique library cells instantiated by Yosys | `24` |
| Post-route clock skew | `0.000342 ns` |
| Overflow left after global routing | `0` |
| Post-synthesis average cell area | `11.4 µm²` |
| Setup WS post-layout | `0.334 ns` |
| Detailed-routing iteration count for the pre-antenna-repair pass | `4` |
| Number of sinks on the clock net | `13` |
| Final Non-Filler Cells | `110` |
| Number of buffers created by CTS | `3` |
| Path type of the worst setup path | `flop to primary output` |
| Vias after detailed routing | `406` |
| Post-detailed-route via-to-cell ratio | `3.69` |
metrics by stage:
| stage | hold WS (ns) | utilization | total power, µW |
|---|---|---|---|
| after floorplan | 0.256 | - | 286 |
| after global placement | 0.452 | 0.198 | 289 |
| after detailed placement | 0.468 | 0.198 | 290 |
| after CTS | 0.478 | 0.211 | 528 |
| after global routing | 0.492 | 0.211 | 542 |
| final | 0.462 | 0.211 | 521 |
worst paths after layout:
path	from	to	slack (ns)	depth (start not counted)
setup / recovery	FSM.done	done	0.33	1
hold / removal	rst	FSM.i[2]	0.46	2
setup reg to reg	FSM.i[0]	FSM.phase[2]	0.43	5
hold reg to reg	FSM.iter[3]	FSM.iter[3]	0.47	1
max in group asynchronous	rst	FSM.phase[0]	1.09	2
min in group clk0	FSM.iter[3]	FSM.iter[3]	0.47	1
synth_stat cells, drive strengths merged:
cell     number  share of area
a21oi         1         0.0078
nor2b         2          0.020
or3           1         0.0098
xnor2         2          0.027
nand2         4          0.023
xor2          1          0.014
o21ba         1          0.016
nand3         2          0.016
a21o          2          0.025
nand4         2          0.020
mux2i         1          0.016
dfstp         1          0.041
o21ai         7          0.055
dfrtp        12           0.47
or2           1          0.014
inv           6          0.035
o21bai        1          0.012
and3b         1          0.014
ha            4          0.078
mux2          2          0.041
nor2          1         0.0059
nand4bb       1          0.043
flip-flops by register name (all words and copies together), names as in the netlist:
register and flops:
FSM.done 1, FSM.i 5, FSM.iter 4, FSM.phase 3
cell type report:
cell class	count	area, µm²
clock buffer	4	45.0
fill	398	2870
inverter	6	22.5
multi-input combinational	37	292
sequential	13	327
tap	48	60.1
timing repair buffer	2	20.0
cells by family (layout without fill, tap and decap cells):
family,Yosys count,count (layout),share of synthesized area
adders and majority gates,4,4,0.0781
DFF,13,13,0.510
muxes,3,3,0.0566
buffers and inverters,6,12,0.0352
xor gates and xnor gates,3,3,0.0410
AOI/OAI and AO/OA,12,12,0.115
and+or+nand+nor,15,15,0.164
power breakdown:
group          total, µW  internal, µW  leakage (µW)  switching (µW)
sequential           277           277      0.000178               0
combinational       7.12          1.91      0.000138            5.21
clock                236           147     0.0000228            88.8
total                521           427      0.000339            94.0
layer usage:
layer  GRT usage  wire length [µm]
met1      0.0458               483
met2      0.0438               397
met3      0.0134                45
met4     0.00346                 8
met5           0                 0
No activity file was given, so power comes from the tool's default toggle rates.
