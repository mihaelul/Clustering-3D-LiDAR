`flow/run.sh`:
```
#!/bin/bash
# OpenROAD 26Q1-2900-gdf79404cd8, Yosys 0.63+post, stock flow scripts
make -C /OpenROAD-flow-scripts/flow DESIGN_CONFIG=/design/flow/config.mk WORK_HOME=/design/flow/orfs finish
```
`flow/config.mk`:
```
export PLATFORM = sky130hd
export DESIGN_NAME = dbscan_top
export DESIGN_NICKNAME = dbscan_top
export VERILOG_FILES = /design/flow/design.v
export SDC_FILE = /design/flow/constraint.sdc
export NUM_CORES = 4
export LEC_CHECK = 1
export CORE_UTILIZATION = 40
```
`flow/constraint.sdc`:
```
current_design dbscan_top

set clk_period 5.3
set clk_io_pct 0.2

create_clock -name clk0 -period $clk_period [get_ports {clk}]

set non_clock_inputs [all_inputs -no_clocks]
set_input_delay [expr $clk_period * $clk_io_pct] -clock clk0 $non_clock_inputs
set_output_delay [expr $clk_period * $clk_io_pct] -clock clk0 [all_outputs]
```
`flow/design.v`:
```
module dbscan_distance_unit (
    input  [7:0] x1, y1, z1,
    input  [7:0] x2, y2, z2,
    output [17:0] dist2
);
    wire [8:0] dx = (x1 > x2) ? (x1 - x2) : (x2 - x1);
    wire [8:0] dy = (y1 > y2) ? (y1 - y2) : (y2 - y1);
    wire [8:0] dz = (z1 > z2) ? (z1 - z2) : (z2 - z1);
    assign dist2 = dx*dx + dy*dy + dz*dz;
endmodule
module dbscan_fsm #(
    parameter MAX_N = 64,
    parameter EPS2 = 300,
    parameter MINPTS = 2,
    parameter ITER = 6
)(
    input clk,
    input rst,
    input start,
    input [7:0] num_points,
    input [17:0] dist2,
    input [3:0]  li,
    input        core_i,
    output reg [$clog2(MAX_N)-1:0] i,
    output reg [$clog2(MAX_N)-1:0] j,
    output reg we_label,
    output reg we_core,
    output reg [$clog2(MAX_N)-1:0] waddr,
    output reg [3:0] wlabel,
    output reg       wcore,
    output reg done
);
    reg [7:0] iter;
    reg [3:0] neighbor_count;
    reg [3:0] current_label;
    always @(posedge clk or posedge rst) begin
        if (rst) begin
            i <= 0; j <= 0;
            iter <= 0;
            neighbor_count <= 0;
            current_label <= 1;
            done <= 0;
            we_label <= 0;
            we_core <= 0;
        end
        else if (start && !done) begin
            we_label <= 0;
            we_core  <= 0;
            if (j == 0)
                neighbor_count <= 0;
            if (dist2 < EPS2 && i != j)
                neighbor_count <= neighbor_count + 1;
            if (j == num_points-1) begin
                if (neighbor_count >= MINPTS) begin
                    we_core <= 1;
                    waddr <= i;
                    wcore <= 1;
                    if (li == 0) begin
                        we_label <= 1;
                        wlabel <= current_label;
                        current_label <= current_label + 1;
                    end
                end
                j <= 0;
                i <= i + 1;
            end else begin
                j <= j + 1;
            end
            if (core_i && dist2 < EPS2 && li != 0) begin
                we_label <= 1;
                waddr <= j;
                wlabel <= li;
            end
            if (i == num_points-1 && j == num_points-1)
                iter <= iter + 1;
            if (iter >= ITER)
                done <= 1;
        end
    end
endmodule
module dbscan_point_memory #(
    parameter MAX_N = 64
)(
    input clk,
    input [$clog2(MAX_N)-1:0] raddr_i,
    input [$clog2(MAX_N)-1:0] raddr_j,
    output [7:0] xi, yi, zi,
    output [7:0] xj, yj, zj,
    output [3:0] li,
    output       core_i,
    input        we_label,
    input        we_core,
    input [$clog2(MAX_N)-1:0] waddr,
    input [3:0]  wlabel,
    input        wcore,
    input        we_point,
    input [$clog2(MAX_N)-1:0] waddr_point,
    input [7:0]  wx, wy, wz
);
    reg [7:0] x_mem [0:MAX_N-1];
    reg [7:0] y_mem [0:MAX_N-1];
    reg [7:0] z_mem [0:MAX_N-1];
    reg [3:0] label_mem [0:MAX_N-1];
    reg       core_mem  [0:MAX_N-1];
    integer k;
    initial begin
        for (k = 0; k < MAX_N; k = k + 1) begin
            label_mem[k] = 0;
            core_mem[k]  = 0;
        end
    end
    assign xi = x_mem[raddr_i];
    assign yi = y_mem[raddr_i];
    assign zi = z_mem[raddr_i];
    assign li = label_mem[raddr_i];
    assign core_i = core_mem[raddr_i];
    assign xj = x_mem[raddr_j];
    assign yj = y_mem[raddr_j];
    assign zj = z_mem[raddr_j];
    always @(posedge clk) begin
        if (we_point) begin
            x_mem[waddr_point] <= wx;
            y_mem[waddr_point] <= wy;
            z_mem[waddr_point] <= wz;
        end
        if (we_label)
            label_mem[waddr] <= wlabel;
        if (we_core)
            core_mem[waddr] <= wcore;
    end
endmodule
module dbscan_top #(
    parameter MAX_N = 64
)(
    input clk,
    input rst,
    input [7:0] x, y, z,
    input valid,
    input last,
    output done
);
    reg start;
    reg [7:0] num_points;
    reg [$clog2(MAX_N)-1:0] wr_ptr;
    wire [$clog2(MAX_N)-1:0] i, j;
    wire [7:0] xi, yi, zi, xj, yj, zj;
    wire [3:0] li;
    wire core_i;
    wire [17:0] dist2;
    wire we_label, we_core;
    wire [$clog2(MAX_N)-1:0] waddr;
    wire [3:0] wlabel;
    wire wcore;
    always @(posedge clk or posedge rst) begin
        if (rst) begin
            wr_ptr <= 0;
            num_points <= 0;
            start <= 0;
        end else begin
            if (valid) begin
                wr_ptr <= wr_ptr + 1;
                num_points <= num_points + 1;
            end
            if (last)
                start <= 1;
        end
    end
    dbscan_point_memory #(MAX_N) PM (
        clk,
        i, j,
        xi, yi, zi,
        xj, yj, zj,
        li,
        core_i,
        we_label,
        we_core,
        waddr,
        wlabel,
        wcore,
        valid,
        wr_ptr,
        x, y, z
    );
    dbscan_distance_unit DU (
        xi, yi, zi,
        xj, yj, zj,
        dist2
    );
    dbscan_fsm #(MAX_N) FSM (
        clk, rst,
        start,
        num_points,
        dist2,
        li,
        core_i,
        i, j,
        we_label,
        we_core,
        waddr,
        wlabel,
        wcore,
        done
    );
endmodule
```
==> flow_summary.ini <==
; implementation run metrics
[outcome]
run_status = complete, no violations

[setup_path]
arrival_ps = 3250
critPathMaxFanout = 16
endpoint_kind = flip-flop
r2r_slack_ps = 2210
worst-endpoint-required_ps = 5470
timing.rr.start = num_points[0]
critical_path.endpoint = FSM.iter[0]
timing.critical_path.from_type = flip-flop
crit_type = reg -> reg
regToRegEndpoint = FSM.iter[0]
reg2regPathDepth = 8
setup.worst_path.start = num_points[0]

[yosys]
synth.cellmix.compoundShare_pct = 7.43
synth-simple-area-share_pct = 23.0
xor_share_pct = 17.8
yosysChipArea_um2 = 1800
yosys-dominant-comb-family = simple AND/OR/NAND/NOR gates
ys.flops = 30
synthesis.instances = 175
async_flop_share_pct = 100
seq_area_frac_synth_pct = 41.7
mux_cell_area_share_pct = 1.18
yosys_warnings = 3
edf_count = 0
netlist-cell-type-count = 42
ff_type = dfrtp_1
adder_share_pct = 4.17
post_synthesis_average_cell_area_um2 = 10.3
syn_std_cell_area_um2 = 1800
synth-cells-yosys = 175

[timing]
timing_worst_slew_pin_value_ps = 837
finalSetupTns_ps = 0
hold-worst-slack_ps = 487
max_slew_margin_pct = 43.8
max_frequency_ghz = 0.324
final-hold-violation-count = 0
final.setup_skew_ps = 9.12
slew_viol_final = 0
min_period_ps = 3090
final.period_utilization_pct = 58.2
postLayoutSetupSlackWorst_ps = 2210
timing.final.setup_violations = 0
unrepaired_setup_endpoints_after_global_routing = false

[global_route]
vias_in_the_first_global_route = 1157
grt_pass1_wl_um = 5220
grt_antenna_before_repair = 0
globalRoute.totalOverflow = 0
global_route.usage.total_pct = 13.6
grt_max_degree = 31

[cells_and_area]
design_area_um2 = 1940
drive_above_1_share_pct = 10.7
mostFrequentLayoutCell = dfrtp_1
utilization_pct = 44.5
final_layout_top_logic_cells = dfrtp_1 (30), xnor2_1 (21), nand2_1 (12)
final_cell_count_no_fill = 230
area.growth.synth_to_final_pct = 7.57

[clock_network]
post_cts_buffers = 0
max-clock-path-buffers = 2
cts_repair_resize_count = 0
clock_sink_count = 30
cts-htree-levels = 2
cts.hold.buffers_added = 0
tritoncts = built
worst_setup_hold_path_clk_slew_ps = 60
cts_root_buf = clkbuf_8
number_of_buffers_created_by_cts = 5
worstSkewPairLatency_ps = 280

[drt]
antenna-diode-count = 0
post_drt_wl_per_cell_um = 12.8
detailed_routing_iterations_pass_1 = 4
dr.first_iter.drc_count = 22
detail-route-antenna-nets = 0
post-route-drc-count = 0
routed_via_density = 5.33
dr_total_vias = 1226
drt-total-wl_um = 2940

[floorplan]
height_of_the_die_um = 69.1
die_w_um = 69.1
initial_core_util_pct = 41.4
floorplan.io_pins = 29
rows = 24
floorplan.core_area_um2 = 4350
die_area_um2 = 4780

[pwr]
finalPower_mw = 1.04
peakVddDrop_uv = 184
powerDensity_nw_per_um2 = 534
leakage_nw = 0.841

[placement]
place_worst_setup_slack_ps = 2210
io_buffer_count = 4
hpwl_after_dpl_um = 2020
routabilityCongestion = 0.784
post-place-cells = 222
placement_stage_cell_area_um2 = 1850

[flow_run]
warnings = 51
max-cap-violations = 0

[hold_path]
min-delay-path-class = reg -> reg
## metal layers
layer	part of all wire, %	vias up	routed length (µm)	track usage [%]
met5	0	-	0	0
met4	1.3	0	37	1.81
met3	3.4	5	101	2.97
met2	44	14	1300	19.6
met1	51	590	1500	22.3
li1	-	617	-	-
## critical path: stages (launching register included)
cell	delay (ps)
dfrtp_1	520
inv_1	110
ha_1	410
nor3b_1	430
and3_1	210
o21ai_0	140
nor4_4	740
nand2_1	230
xnor2_1	180
## final cells by class
class	instances	area (µm²)
clock buffer	7	86.3
clock inverter	1	5.00
fill	378	2420
inverter	5	18.8
multi-input combinational	130	965
sequential	30	751
tap	52	65.1
timing repair buffer	5	47.5
## flip-flops by register name (all words and copies together) (netlist names)
name        flops
FSM.done        1
FSM.i           6
FSM.iter        8
FSM.j           6
num_points      8
start           1
## cells in the mapped netlist, types with 3 or more instances
| master | n | area (µm²) |
|---|---|---|
| and3_1 | 4 | 25.0 |
| buf_6 | 3 | 33.8 |
| nand4_1 | 11 | 68.8 |
| o21ai_0 | 7 | 35.0 |
| clkbuf_1 | 3 | 11.3 |
| nand2_1 | 12 | 45.0 |
| nor2b_1 | 3 | 18.8 |
| inv_1 | 5 | 18.8 |
| ha_1 | 6 | 75.1 |
| xnor2_1 | 21 | 184 |
| dfrtp_1 | 30 | 751 |
| nor2_1 | 11 | 41.3 |
| nor3_1 | 7 | 35.0 |
| buf_2 | 3 | 15.0 |
| xor2_1 | 10 | 87.6 |
| nand3_1 | 9 | 45.0 |
## worst min path at each step
| stage | start | cells past startpoint | slack [ps] | to |
|---|---|---|---|---|
| 5_1_grt | FSM.iter[7] | 1 | 490 | FSM.iter[7] |
| 6_report | FSM.iter[7] | 1 | 490 | FSM.iter[7] |
| 4_1_cts | FSM.iter[7] | 1 | 490 | FSM.iter[7] |
## report_power, final
group / switching, mW / internal (mW)
clock: 0.0819 / 0.104
combinational: 0.196 / 0.224
sequential: 0.136 / 0.293
## logic make-up after synthesis
family,Yosys count
AND-OR/OR-AND,19
XOR/XNOR,33
adder cells (fa/ha/maj),6
buffers and inverters,15
flip-flops,30
multiplexers,2
AND/OR/NAND/NOR,70
